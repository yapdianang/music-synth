==> flow/design.v <==
module dff #(parameter WIDTH = 1) (
    input clk,
    input [WIDTH-1:0] d,
    output reg [WIDTH-1:0] q
);
    always @(posedge clk) 
        q <= d;
endmodule
module dffr #(parameter WIDTH = 1) (
    input clk,
    input r,
    input [WIDTH-1:0] d,
    output reg [WIDTH-1:0] q
);
    always @ (posedge clk) 
        if (r) 
            q <= {WIDTH{1'b0}};
        else
            q <= d;
endmodule
module dffre #(parameter WIDTH = 1) (
    input clk,
    input r,
    input en,
    input [WIDTH-1:0] d,
    output reg [WIDTH-1:0] q
);
    always @(posedge clk)
        if (r)
            q <= {WIDTH{1'b0}};
        else if (en)
            q <= d;
        else
            q <= q;
endmodule
`timescale 1ns / 1ps
module panning(
	input clk,
	input reset,
	input signed [15:0] sample_in,
	input in_ready,
	output signed [15:0] out_L,
	output signed [15:0] out_R,
	output out_ready
  );	
wire [1:0] curr_state;
reg [1:0] next_state;
reg [15:0] out_L_reg;
reg [15:0] out_R_reg;
wire switch_step, flopped_ready;
wire signed [15:0] shift_1, shift_2, shift_3, shift_4, shift_5, shift_6;
dffr #(.WIDTH(1)) ready_ff(
	.clk(clk),
	.r(reset),
	.d(in_ready),
	.q(flopped_ready)
);
assign out_ready = flopped_ready;
wire signed [15:0] pre_shift_1 = $signed(sample_in) >>> 1;
wire signed [15:0] pre_shift_2 = $signed(sample_in) >>> 2;
wire signed [15:0] pre_shift_3 = $signed(sample_in) >>> 3;
wire signed [15:0] pre_shift_4 = $signed(sample_in) >>> 4;
wire signed [15:0] pre_shift_5 = $signed(sample_in) >>> 5;
wire signed [15:0] pre_shift_6 = $signed(sample_in) >>> 6;
dffr #(.WIDTH(16)) shift_1_ff(
	.clk(clk),
	.r(reset),
	.d(pre_shift_1),
	.q(shift_1)
);
dffr #(.WIDTH(16)) shift_2_ff(
	.clk(clk),
	.r(reset),
	.d(pre_shift_2),
	.q(shift_2)
);
dffr #(.WIDTH(16)) shift_3_ff(
	.clk(clk),
	.r(reset),
	.d(pre_shift_3),
	.q(shift_3)
);
dffr #(.WIDTH(16)) shift_4_ff(
	.clk(clk),
	.r(reset),
	.d(pre_shift_4),
	.q(shift_4)
);
dffr #(.WIDTH(16)) shift_5_ff(
	.clk(clk),
	.r(reset),
	.d(pre_shift_5),
	.q(shift_5)
);
dffr #(.WIDTH(16)) shift_6_ff(
	.clk(clk),
	.r(reset),
	.d(pre_shift_6),
	.q(shift_6)
);
wire [15:0] curr_sample_count, curr_sample_count_pre;
reg [15:0] next_sample_count;
dffre #(.WIDTH(16)) sample_count_ff(
	.clk(clk),
	.r(reset),
	.en(flopped_ready),
	.d(next_sample_count),
	.q(curr_sample_count)
);
dffre #(.WIDTH(2)) state_ff(
	.clk(clk),
	.r(reset),
	.en(flopped_ready),
	.d(next_state),
	.q(curr_state)
);
always @(*) begin
	case (curr_state)
		2'd0: begin
			next_state = (curr_sample_count == 10 - 16'd1) ? 2'd1 : 2'd0;
			next_sample_count = (curr_sample_count == 10 - 16'd1) ? 16'd0 : curr_sample_count + 16'd1;
			end
		2'd1: begin
			next_state = ((curr_sample_count == 10 - 16'd1)) ? 2'd2 : 2'd1;
			next_sample_count = (curr_sample_count == 10 - 16'd1) ? 16'd0 : curr_sample_count + 16'd1;
			end
		2'd2: begin
			next_state = (curr_sample_count == 10 - 16'd1) ? 2'd3 : 2'd2;
			next_sample_count = (curr_sample_count == 10 - 16'd1) ? 16'd0 : curr_sample_count + 16'd1;
			end
		2'd3: begin
			next_state = (curr_sample_count == 10 - 16'd1) ? 2'd0 : 2'd3;
			next_sample_count = (curr_sample_count == 10 - 16'd1) ? 16'd0 : curr_sample_count + 16'd1;
			end
		default: begin
			next_state = 2'd0; 
			next_sample_count = 16'd0;
		end
	endcase
	casex (curr_state)
		2'd0:begin
			out_L_reg = shift_3;
			out_R_reg = shift_1 + shift_2 + shift_3;
		end
		2'd1: begin
			out_L_reg = shift_1;
			out_R_reg = shift_1;
		end
		2'd2: begin
			out_L_reg = shift_1 + shift_2 + shift_3;
			out_R_reg = shift_3;
		end
		2'd3: begin
			out_L_reg = shift_1;
			out_R_reg = shift_1;
		end
		default: begin
			out_L_reg = 16'd0;
			out_R_reg = 16'd0;
		end
	endcase
end
assign out_L = out_L_reg;
assign out_R = out_R_reg;
endmodule
==> flow/run.sh <==
#!/bin/bash
# OpenROAD 26Q1-2900-gdf79404cd8, Yosys 0.63+post, stock flow scripts
make -C /OpenROAD-flow-scripts/flow DESIGN_CONFIG=/design/flow/config.mk WORK_HOME=/design/flow/orfs finish
==> flow/config.mk <==
export PLATFORM = sky130hd
export DESIGN_NAME = panning
export DESIGN_NICKNAME = panning
export VERILOG_FILES = /design/flow/design.v
export SDC_FILE = /design/flow/constraint.sdc
export NUM_CORES = 4
export LEC_CHECK = 1
export CORE_UTILIZATION = 50
==> flow/constraint.sdc <==
current_design panning

set clk_period 9.2
set clk_io_pct 0.2

create_clock -name clk0 -period $clk_period [get_ports {clk}]

set non_clock_inputs [all_inputs -no_clocks]
set_input_delay [expr $clk_period * $clk_io_pct] -clock clk0 $non_clock_inputs
set_output_delay [expr $clk_period * $clk_io_pct] -clock clk0 [all_outputs]
==> ci_impl_report.md <==
### Yosys + OpenROAD results

| Metric | Value |
|---|---|
| RePlAce Congestion | `0.8470` |
| Clk network pwr share | `25.5%` |
| Crit path DAT | `around 3.5 ns` |
| Total grt overflow | `0` |
| Mean Syn Cell Area | `8.525 sq um` |
| Std cell rows | `27` |
| Comb gate area | `1976 sq um` |
| DRC violations left | `0` |
| Setup Fix Bufs, Post-CTS | `0` |
| Iter 0 DRT Violations | `124` |
| GRT Overall Usage | `a little under a quarter` |
| Largest cells by area | `dfxtp_1 (25%), fa_1 (9.9%), ha_1 (8.0%)` |
| Most frequent logic cell in the layout | `clkdlybuf4s50_1` |
| Via count | `2488` |
| Post-detail-place hpwl | `4576 um` |
| CTS Sinks | `36` |
| DRT Wirelength | `6267 um` |
| CP most frequent cell | `fa_1` |
| Initial DRT Pass Iterations | `4` |
| Setup TNS | `0 ns` |
| Chip area | `5965 sq um` |
| CTS max path bufs | `2` |
| P&R area growth vs syn | `21.18%` |
| Design area | `roughly 3400 sq um` |
| PD cells | `131.5 nW/um^2` |
| Post-synth seq share | `25.46%` |
| Stages on worst setup path | `11` |
| Tcrit/Tclk final | `around three fifths` |
| Critical path startpoint category | `register` |
| Endpoints failing hold | `0` |
| Async SR Flop Fraction | `0%` |
| Comb power frac | `36.6%` |
| Tightest Hold Check Type | `reg -> reg` |
| Chip area in the Yosys report | `about 2800 sq um` |
| Internal Power | `318.8 uW` |
| Total CTS buffers | `5` |
| Root Driver | `clkbuf_8` |
| Largest net degree at the start of global routing | `34` |
| Max Cap Viol | `0` |
| Slew headroom | `49.13%` |
| Yosys cell count | `332` |
| Sequential cell area | `a little over 700 sq um` |
| Antenna viol nets, final | `0` |
| Post-synth top area cell | `dfxtp_1` |
| Status | `complete, no violations` |
| Core area | `5473 sq um` |
| # H-tree levels | `2` |
| #FFs+latches synth | `36` |
| CP Data Required Time | `7.36 ns` |
| Critical-path cell list | `fa_1 -> ha_1 -> inv_1 -> fa_1 -> nand2b_1 -> a21oi_1 -> o211ai_1 -> o21ai_0 -> xor2_1 -> a21o_1 -> clkdlybuf4s50_1` |
| Main flop type | `dfxtp_1` |
| CP max-delay cell | `fa_1` |
| WP buf/inv | `2` |
| Top Ports | `approximately 52` |
| P_leak | `1.406 nW` |
| Area share, top type | `approximately a quarter` |
| Crit. End Element | `output port` |
| Switching share of total power | `between 20% and 30%` |
| R2R cell count | `5` |
| Fillers | `roughly 490` |
| Hold depth | `2` |
| DP Area | `around 3300 sq um` |
| Log Warnings | `29` |
| Max rail drop VDD | `0.09510 mV` |
| Flop pwr share | `between 30% and 40%` |
| Share of cells above drive strength 1 | `~4.0%` |
| Reg clk slew, reported paths | `0.07 ns` |
| Pins Over Slew Limit | `0` |
| Clock Skew | `0.008163 ns` |
| Synth Warn # | `5` |
| Initial antenna violation count | `0` |
| Crit Path Class | `reg -> out` |
| Final setup viols | `0` |
| CTS resizes | `0` |
| Sw Pwr | `132.1 uW` |
| Diode count | `0` |
| Worst-margin pin slew | `0.7603 ns` |
| Post-synth EDFFs | `0` |
| Netlist cell types | `45` |
| Mapped cell area | `2830 sq um` |
| Drt wl/cell | `14.08 um` |
| Number of buffer cells added on primary ports | `roughly 50` |
| Cells after synthesis | `332` |
| Most frequent cells in the layout | `clkdlybuf4s50_1 (50), nand2_1 (36), dfxtp_1 (36)` |
| Drt via density | `5.591` |
| Clk latency late pin | `0.28 ns` |
| Die Y | `77.24 um` |
| First-pass GRT wire length | `11180 um` |
| Vias in the first global route | `2392` |
| Die X | `around 77 um` |
| RSZ-0062 raised after global routing | `false` |
| CP delay by family, top | `adder cells` |
| Crit Path Max Fanout | `7` |
| Final min period | `5.380 ns` |
| Initial Util | `51.71%` |
| Biggest cell delay along the critical path | `around 0.54 ns` |
| CTS tree | `yes` |
| Max Clock Freq | `0.1859 GHz` |
| Hold buffers post-CTS | `0` |
layout make-up:
| type | count | area share [%] |
|---|---|---|
| sequential | 36 | 21.01 |
| clock inverter | 1 | 0.2189 |
| multi-input combinational | 268 | 57.61 |
| tap | 72 | 2.627 |
| timing repair buffer | 52 | 15.03 |
| clock buffer | 7 | 2.517 |
| inverter | 9 | 0.9850 |
cell usage after synthesis (11+ instances only):
cell type	instances
dfxtp_1	36
nand2_1	36
ha_1	18
a221o_1	14
clkbuf_1	14
xor2_1	13
a21oi_1	12
nor2_1	29
nand4_1	11
fa_1	14
xnor2_1	13
o21ai_0	13
nand3_1	11
nor2b_1	16
worst reg2reg max path, stage by stage (launching register included):
cell and delay, ns:
dfxtp_1 0.43, ha_1 0.19, nor4b_1 0.22, nand4_1 0.16, nand2b_1 0.55, o21ai_0 0.15
cell families after synthesis:
| group | share of synthesized area [%] |
|---|---|
| xor gates and xnor gates | 8.046 |
| and+or+nand+nor | 23.61 |
| AOI/OAI and AO/OA | 19.23 |
| muxes | 1.061 |
| DFF | 25.46 |
| buffers and inverters | 4.730 |
| adders and majority gates | 17.86 |
power by group through the flow:
stage         clock [mW]  sequential [mW]  combinational, mW
CTS                0.120            0.171              0.165
global route       0.127            0.172              0.187
finish             0.115            0.171              0.165
routing by layer:
metal | GRT usage (%) | vias to the layer above | part of all wire, %
li1 | - | 1268 | -
met1 | 37.05 | 1154 | 48
met2 | 37.70 | 64 | 47
met3 | 3.386 | 2 | 4.8
met4 | 1.887 | 0 | 0.38
met5 | 0 | - | 0
state kept, by name, indices dropped and copies added, names as in the netlist:
| register | flops |
|---|---|
| state_ff.q | 4 |
| shift_1_ff.q | 2 |
| shift_3_ff.q | 13 |
| ready_ff.q | 1 |
| sample_count_ff.q | 16 |
path summary, 6_finish.rpt:
check,from,endpoint,slack (ns)
setup / recovery,shift_3_ff.q[0],out_R[11],3.82
hold / removal,state_ff.q[0],state_ff.q[2],0.44
setup reg to reg,sample_count_ff.q[0],state_ff.q[1],7.37
hold reg to reg,state_ff.q[0],state_ff.q[2],0.44
metrics by stage:
stage | utilization (%) | hold slack, ns | worst slack (ns) | total power, mW | std cells
floorplan | - | 0.4257 | 4.869 | 0.2706 | 332
global placement | 60.95 | 0.4355 | 4.139 | 0.3379 | 437
detailed placement | 60.95 | 0.4416 | 4.139 | 0.3389 | 437
CTS | 62.67 | 0.4465 | 3.810 | 0.4560 | 445
global route | 62.67 | 0.4670 | 3.592 | 0.4861 | 445
finish | 62.67 | 0.4440 | 3.820 | 0.4510 | 445
Power is estimated from default activity; no workload was simulated.
