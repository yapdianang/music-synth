<file path="flow/design.v">
module dff #(parameter WIDTH = 1) (
    input clk,
    input [WIDTH-1:0] d,
    output reg [WIDTH-1:0] q
);
    always @(posedge clk) 
        q <= d;
endmodule
module dffr #(parameter WIDTH = 1) (
    input clk,
    input r,
    input [WIDTH-1:0] d,
    output reg [WIDTH-1:0] q
);
    always @ (posedge clk) 
        if (r) 
            q <= {WIDTH{1'b0}};
        else
            q <= d;
endmodule
module dffre #(parameter WIDTH = 1) (
    input clk,
    input r,
    input en,
    input [WIDTH-1:0] d,
    output reg [WIDTH-1:0] q
);
    always @(posedge clk)
        if (r)
            q <= {WIDTH{1'b0}};
        else if (en)
            q <= d;
        else
            q <= q;
endmodule
module ram_1w2r #(parameter WIDTH = 8, parameter DEPTH = 8) (
    input clka,
    input wea,
    input [DEPTH-1:0] addra,
    input [WIDTH-1:0] dina,
    output wire [WIDTH-1:0] douta,
    input clkb,
    input [DEPTH-1:0] addrb,
    output wire [WIDTH-1:0] doutb
);
    reg [WIDTH-1:0] RAM [(2**DEPTH)-1:0];
    reg [DEPTH-1:0] read_addra;
    reg [DEPTH-1:0] read_addrb;
    always @(posedge clka) begin
        if (wea == 1'b1)
            RAM[addra] <= dina;
        read_addra <= addra;
    end
    always @(posedge clkb)
        read_addrb <= addrb;
    assign douta = RAM[read_addra];
    assign doutb = RAM[read_addrb];
endmodule
module wave_capture (
    input clk,
    input reset,
    input new_sample_ready,
    input [15:0] new_sample_in,
    input wave_display_idle,
    output wire [8:0] write_address,
    output wire write_enable,
    output wire [7:0] write_sample,
    output wire read_index
);
reg [7:0] next_count;
wire [7:0] count;
reg [1:0] next_state;
wire [1:0] state;
wire [15:0] prev_sample;
dffre #(.WIDTH(8)) count_up_ff(
	.clk(clk),
	.r(reset),
	.en(new_sample_ready),
	.d(next_count),
	.q(count)
);
dffr #(.WIDTH(2)) state_ff(
	.clk(clk),
	.r(reset),
	.d(next_state),
	.q(state)
);
dffr #(.WIDTH(16)) sample_state_ff(
	.clk(clk),
	.r(reset),
	.d(new_sample_in),
	.q(prev_sample)
);
dffre #(.WIDTH(1)) read_idx_ff(
	.clk(clk),
	.r(reset),
	.en(state == 2'b10 & wave_display_idle == 1'b1),
	.d(~read_index),
	.q(read_index)
);
wire pos_crossing = (prev_sample[15] == 1) & (new_sample_in[15] == 0);
always @ (*) begin
	case (state)
		2'b00: begin
			next_state =  pos_crossing ? 2'b01 : state;
			next_count = 8'b0;
		end
		2'b01: begin
			next_state = (count == 8'b11111111) ? 2'b10 : state;
			next_count = count + 8'd1;
		end
		2'b10: begin
			next_count = 8'b0;
			if (wave_display_idle == 1'b1) begin
				next_state = 2'b00;
			end else begin
				next_state = 2'b10;
			end
		end
	default: begin
		next_state = 2'b00;
		next_count = 8'b0;
	end
	endcase
end
assign write_address = {~read_index, count};
assign write_enable = (state == 2'b01) ? 1'b1 : 1'b0; 
assign write_sample = new_sample_in[15:8] ^ 8'b10000000;
endmodule
module wave_display (
    input clk,
    input reset,
    input [10:0] x,   
    input [9:0]  y,   
    input valid,
    input [7:0] read_value,
    input read_index,
    output wire [8:0] read_address,
    output wire valid_pixel,
    output wire [7:0] r,
    output wire [7:0] g,
    output wire [7:0] b
);
assign read_address = {read_index, x[9], x[7:1]};
wire [10:0] prev_x;
wire [7:0] prev_read_value;
wire delayed_idx_1, delayed_idx_2, delayed_idx_3;
wire [8:0] prev_read_address;
wire read_addr_changed = ~(read_address == prev_read_address);
dffre #(.WIDTH(8)) sample_value_ff(
	.clk(clk),
	.r(reset),
	.en(read_addr_changed),
	.d(read_value),
	.q(prev_read_value)
);   
dffr #(.WIDTH(9)) read_addr_ff(
	.clk(clk),
	.r(reset),
	.d(read_address),
	.q(prev_read_address)
);   
wire [7:0] short_y;
assign short_y = y[8:1];
reg colored_white, valid_region, colored_grey, colored_even_grey;
always @(*) begin
	if (read_value >= prev_read_value) begin
		colored_white = ((short_y >= prev_read_value) & (short_y <= read_value)) ? 1'b1 : 1'b0;
		colored_grey =  (((short_y >= prev_read_value - ((read_value - prev_read_value)>>1)) & (short_y <= prev_read_value)) | ((short_y >= read_value) & (short_y <= read_value + ((read_value - prev_read_value )>>1)))) ? 1'b1: 1'b0;
		colored_even_grey =  (((short_y >= prev_read_value - ((read_value - prev_read_value)>>2)) & (short_y <= prev_read_value)) | ((short_y >= read_value) & (short_y <= read_value + ((read_value - prev_read_value )>>2)))) ? 1'b1: 1'b0;
	end else begin
		colored_white = ((short_y <= prev_read_value) & (short_y >= read_value)) ? 1'b1 : 1'b0;
		colored_grey =  ((short_y >= prev_read_value & short_y <= (prev_read_value + ((prev_read_value - read_value)>>1))) | (short_y >= (read_value - ((prev_read_value - read_value)>>1))  & short_y <= read_value)) ? 1'b1 : 1'b0;
		colored_even_grey =  ((short_y >= prev_read_value & short_y <= (prev_read_value + ((prev_read_value - read_value)>>1))) | (short_y >= (read_value - ((prev_read_value - read_value)>>2))  & short_y <= read_value)) ? 1'b1 : 1'b0;
	end
	if (~valid || y[9] || x[9:8] == 2'b00 || x[9:8] >= 2'b11 || x < 11'b00100001100) begin
		valid_region = 1'b0;
	end else begin
		valid_region = 1'b1;
	end
end
wire colored_white_wire = colored_white;
assign valid_pixel = (colored_grey | colored_even_grey | colored_white) & valid_region;
assign r = valid_pixel?  (colored_white? 8'hFF: (colored_even_grey? 8'hC0 : 8'h7F )) : 8'h0;
assign g = valid_pixel?  (colored_white? 8'hFF: (colored_even_grey? 8'hC0 : 8'h7F )) : 8'h0;
assign b = valid_pixel?(colored_white? 8'hFF: (colored_even_grey? 8'hC0 : 8'h7F )) : 8'h0;
endmodule
module wave_display_top(
    input clk,
    input reset,
    input new_sample,
    input [15:0] sample,
    input [10:0] x,   
    input [9:0]  y,   
    input valid,
    input vsync,
    output [7:0] r,
    output [7:0] g,
    output [7:0] b
);
    wire [7:0] read_sample, write_sample;
    wire [8:0] read_address, write_address;
    wire read_index;
    wire write_en;
    wire wave_display_idle = ~vsync;
    wave_capture wc(
        .clk(clk),
        .reset(reset),
        .new_sample_ready(new_sample),
        .new_sample_in(sample),
        .write_address(write_address),
        .write_enable(write_en),
        .write_sample(write_sample),
        .wave_display_idle(wave_display_idle),
        .read_index(read_index)
    );
    ram_1w2r #(.WIDTH(8), .DEPTH(9)) sample_ram(
        .clka(clk),
        .clkb(clk),
        .wea(write_en),
        .addra(write_address),
        .dina(write_sample),
        .douta(),
        .addrb(read_address),
        .doutb(read_sample)
    );
    wire valid_pixel;
    wire [7:0] wd_r, wd_g, wd_b;
    wave_display wd(
        .clk(clk),
        .reset(reset),
        .x(x),
        .y(y),
        .valid(valid),
        .read_address(read_address),
        .read_value(read_sample),
        .read_index(read_index),
        .valid_pixel(valid_pixel),
        .r(wd_r), .g(wd_g), .b(wd_b)
    );
	assign {r, g, b} = {wd_r, wd_g, wd_b} ;
endmodule
</file>
<file path="flow/run.sh">
#!/bin/bash
# OpenROAD 26Q1-2900-gdf79404cd8, Yosys 0.63+post, stock flow scripts
make -C /OpenROAD-flow-scripts/flow DESIGN_CONFIG=/design/flow/config.mk WORK_HOME=/design/flow/orfs finish
</file>
<file path="flow/config.mk">
export PLATFORM = sky130hd
export DESIGN_NAME = wave_display_top
export DESIGN_NICKNAME = wave_display_top
export VERILOG_FILES = /design/flow/design.v
export SDC_FILE = /design/flow/constraint.sdc
export NUM_CORES = 4
export LEC_CHECK = 1
export CORE_UTILIZATION = 50
</file>
<file path="flow/constraint.sdc">
current_design wave_display_top

set clk_period 159.5
set clk_io_pct 0.2

create_clock -name clk0 -period $clk_period [get_ports {clk}]

set non_clock_inputs [all_inputs -no_clocks]
set_input_delay [expr $clk_period * $clk_io_pct] -clock clk0 $non_clock_inputs
set_output_delay [expr $clk_period * $clk_io_pct] -clock clk0 [all_outputs]
</file>
==> impl_metrics.env <==
# yosys + openroad results
export IMPL_worstMarginPinSlew_ps=1110
export IMPL_synth_main_ff_cell="edfxtp_1"
export IMPL_cp_max_fo=18
export IMPL_die_h_um=575
export IMPL_dp_cells=12036
export IMPL_cp_arrival_ps=36150
export IMPL_cts_tree="yes"
export IMPL_use_met1_pct=40.1
export IMPL_cts_hold_buf=0
export IMPL_firstDrtPassIters=7
export IMPL_cp_slowest_cell="clkdlybuf4s50_1"
export IMPL_hold_viol=0
export IMPL_fin_crit_sh_pct=42.7
export IMPL_max_freq_mhz=14.7
export IMPL_cp_data_required_time_ps=127600
export IMPL_vias=80295
export IMPL_setup_worst_path_end_class="output port"
export IMPL_r2r_end="wd.sample_value_ff.q[2]$_SDFFE_PP0P_"
export IMPL_cpPeakStageDelay_ps=490
export IMPL_synth_area_mm2=0.164
export IMPL_postCtsSetupBuffers=0
export IMPL_async_flop_share_pct=0
export IMPL_reg2reg_depth=14
export IMPL_cts_root_buf="clkbuf_16"
export IMPL_powerDensity_mw_per_mm2=12.8
export IMPL_drc=0
export IMPL_dpl_hpwl_mm=287
export IMPL_synth_cells=7695
export IMPL_first_global_vias=88097
export IMPL_crit_path_start_kind="input port"
export IMPL_grtUsageTotal_pct=31.4
export IMPL_edf_count=4096
export IMPL_synth_stat_cells=7695
export IMPL_timing_max_slew_rel_slack_pct=25.7
export IMPL_pin_count=66
export IMPL_worstHoldStart="wc.state_ff.q[0]$_DFF_P_"
export IMPL_min_period_ps=68050
export IMPL_rows=210
export IMPL_avgSynthCellArea_um2=21.4
export IMPL_gp_congestion=0.928
export IMPL_path_clk_slew_ps=60
export IMPL_hp_class="reg -> reg"
export IMPL_port_buffer_count=55
export IMPL_drive_above_1_share_pct=26.4
export IMPL_synth_cell_types=85
export IMPL_crit_top_cell="o21a_1"
export IMPL_final_comb_area_mm2=0.0380
export IMPL_status="complete, no violations"
export IMPL_warnings=66
export IMPL_netlist_top_cells_count="edfxtp_1, mux4_2, nor2_1"
export IMPL_cts_made_buffers=420
export IMPL_flop_area_mm2=0.124
export IMPL_cts_resized=0
export IMPL_critPathKind="in -> out"
export IMPL_finalSetupTns_ps=0
export IMPL_area_leaders="edfxtp_1, mux4_2, nor2_1"
export IMPL_nFillCells=23518
export IMPL_antenna_found_initial=27
export IMPL_ant_nets=0
export IMPL_p_leak_nw=58.1
export IMPL_grt_remaining_overflow=0
export IMPL_path_cells="clkdlybuf4s50_1, inv_1, ha_1, nor2b_1, o21a_1, o21a_1, o21a_1, o21a_1, o21a_1, o21a_1, o22a_1, o21ai_0, a2bb2oi_1, o21ai_0, a21boi_1, buf_4, clkdlybuf4s50_1"
export IMPL_max_cap_viol_count=0
export IMPL_yosysWarningCount=8
export IMPL_clockBufferDepth=4
export IMPL_utilization_pct=56.5
export IMPL_htreeDepth=5
export IMPL_slew_viol_final=0
export IMPL_finalClockSkew_ps=57.3
export IMPL_met3_usage_pct=24.6
export IMPL_wl_per_cell_um=35.1
export IMPL_min_to="wc.state_ff.q[0]$_DFF_P_"
export IMPL_grt_pass1_wl_mm=643
export IMPL_die_w_um=575
export IMPL_drt_iter0_markers=5451
export IMPL_grt_max_degree=119
export IMPL_fp_util_pct=50.3
export IMPL_dieArea_mm2=0.331
export IMPL_ys_area_mm2=0.164
export IMPL_viasPerCell=6.25
export IMPL_ys_flops=4135
export IMPL_gr_max_usage_layer="met2"
export IMPL_rsz0062_at_grt="false"
export IMPL_grt_met2_usage_pct=43.6
export IMPL_rrSetupSlack_ps=151930
export IMPL_min_path_cells=1
export IMPL_synth_top_cell_area_share_pct=74.8
export IMPL_yosysTopAreaCell="edfxtp_1"
export IMPL_ys_seq_share_pct=75.3
export IMPL_wirelength_mm=451
export IMPL_setup_viol=0
export IMPL_fin_cells=12847
export IMPL_clk_latency_ps=980
export IMPL_vdd_drop_max_v=0.0000105
export IMPL_clkSinkCount=4135
export IMPL_power_mw=2.37
export IMPL_core_area_mm2=0.327
export IMPL_syn2layout_area_growth_pct=12.5
export IMPL_most_common_cell="edfxtp_1"
[sequential cells by signal, indices dropped and copies added, names as in the netlist, named ones only]
register / cells
wc.count_up_ff.q: 8
wd.sample_value_ff.q: 8
wd.read_addr_ff.q: 9
wc.state_ff.q: 3
sample_ram.RAM: 4096
wc.read_idx_ff.q: 1
wc.sample_state_ff.q: 1
[how the worst max path moves through the flow]
stage	end	from	slack, ps	cells past startpoint
CTS	r[0]	y[1]	91280	17
global route	g[5]	y[1]	90960	17
finish	g[1]	y[1]	91450	17
[power breakdown]
group          internal (mW)  switching [mW]  total [mW]
Combinational         0.0837           0.121       0.205
Clock                  0.563           0.409       0.972
Sequential              1.19         0.00202        1.20
Total                   1.84           0.533        2.37
[layout make-up]
class	count	share of cell area, %
multi-input combinational	3024	20.6
timing repair buffer	464	2.04
antenna	39	0.0528
tap	4346	2.94
clock buffer	511	5.95
clock inverter	261	1.40
sequential	4135	66.9
inverter	67	0.142
[layout by cell type (no fill, tap or decap), types with 47 or more instances in the layout]
cell type	n
nor2_1	592
mux4_2	1120
inv_1	59
edfxtp_1	4096
ha_1	126
clkdlybuf4s50_1	47
buf_4	399
nand2_1	117
clkbuf_16	426
clkbuf_1	83
a22oi_1	67
clkinv_1	98
mux2i_1	172
xnor2_1	59
clkinv_2	82
o22ai_1	55
nand3_1	52
a21oi_1	100
[per-stage QoR]
stage,setup slack [ps],area (µm²),hold WS [ps]
finish,91450,185000,479
global route,90960,185000,491
CTS,91280,185000,473
detailed placement,91300,171000,456
global placement,91270,171000,450
floorplan,92300,164000,361
[critical path: cells and delay by family]
kind / cells / cell delay, ps
buf+inv: 4 / 1680
compound gates: 11 / 2230
fa+ha+maj: 1 / 250
simple gates: 1 / 50
[routing by layer]
layer  vias up  wire (µm)
li1      33026          -
met2      5363     211000
met4        60      18000
met1     41010     138000
met5         -       1390
met3       836      82800
[cells by family (layout without fill, tap and decap cells)]
family | count (synthesis) | count (layout) | synth area share, %
flip-flops | 4135 | 4135 | 75.3
multiplexers | 1332 | 1332 | 16.7
AND/OR/NAND/NOR | 970 | 970 | 2.60
buffers and inverters | 536 | 1303 | 1.78
AND-OR/OR-AND | 493 | 493 | 2.07
adder cells (fa/ha/maj) | 142 | 142 | 1.10
XOR/XNOR | 87 | 87 | 0.463
other | 0 | 39 | 0
