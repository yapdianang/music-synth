File: ./design.v
`timescale 1ns / 1ps
module adsr(
	input clk,
	input reset,
	input signed [15:0] sample_in,
	input in_ready,
	output signed [15:0] sample_out,
	output out_ready
    );	
wire [1:0] curr_state;
reg [1:0] next_state;
wire [3:0] step;
wire [3:0] next_step;
reg [15:0] out_reg;
wire switch_step, flopped_ready;
wire signed [15:0] shift_1, shift_2, shift_3, shift_4, shift_5, shift_6;
dffr #(.WIDTH(1)) ready_ff(
	.clk(clk),
	.r(reset),
	.d(in_ready),
	.q(flopped_ready)
);
assign out_ready = flopped_ready;
wire signed [15:0] pre_shift_1 = $signed(sample_in) >>> 1;
wire signed [15:0] pre_shift_2 = $signed(sample_in) >>> 2;
wire signed [15:0] pre_shift_3 = $signed(sample_in) >>> 3;
wire signed [15:0] pre_shift_4 = $signed(sample_in) >>> 4;
wire signed [15:0] pre_shift_5 = $signed(sample_in) >>> 5;
wire signed [15:0] pre_shift_6 = $signed(sample_in) >>> 6;
dffr #(.WIDTH(16)) shift_1_ff(
	.clk(clk),
	.r(reset),
	.d(pre_shift_1),
	.q(shift_1)
);
dffr #(.WIDTH(16)) shift_2_ff(
	.clk(clk),
	.r(reset),
	.d(pre_shift_2),
	.q(shift_2)
);
dffr #(.WIDTH(16)) shift_3_ff(
	.clk(clk),
	.r(reset),
	.d(pre_shift_3),
	.q(shift_3)
);
dffr #(.WIDTH(16)) shift_4_ff(
	.clk(clk),
	.r(reset),
	.d(pre_shift_4),
	.q(shift_4)
);
dffr #(.WIDTH(16)) shift_5_ff(
	.clk(clk),
	.r(reset),
	.d(pre_shift_5),
	.q(shift_5)
);
dffr #(.WIDTH(16)) shift_6_ff(
	.clk(clk),
	.r(reset),
	.d(pre_shift_6),
	.q(shift_6)
);
beat_n #(.SIGNAL_WIDTH(16), .COUNT_TO(480)) beat_STEP(
	.clk(clk),
	.reset(reset),
	.count_en(in_ready),
	.out(switch_step)
);
dffre #(.WIDTH(4)) step_ff(
	.clk(clk),
	.r(reset),
	.en(switch_step),
	.d(next_step),
	.q(step)
);
wire [15:0] curr_sample_count, curr_sample_count_pre;
reg [15:0] next_sample_count;
dffre #(.WIDTH(16)) sample_count_ff(
	.clk(clk),
	.r(reset),
	.en(flopped_ready),
	.d(next_sample_count),
	.q(curr_sample_count)
);
dffre #(.WIDTH(2)) state_ff(
	.clk(clk),
	.r(reset),
	.en(flopped_ready),
	.d(next_state),
	.q(curr_state)
);
assign next_step = (step == 4'd9) ? 4'd0 : step + 4'd1;
always @(*) begin
	case (curr_state)
		2'd0: begin
			next_state = (curr_sample_count == 4800 - 16'd1) ? 2'd1 : 2'd0;
			next_sample_count = (curr_sample_count == 4800 - 16'd1) ? 16'd0 : curr_sample_count + 16'd1;
			end
		2'd1: begin
			next_state = ((curr_sample_count == 4800 - 16'd1)) ? 2'd2 : 2'd1;
			next_sample_count = (curr_sample_count == 4800- 16'd1) ? 16'd0 : curr_sample_count + 16'd1;
			end
		2'd2: begin
			next_state = (curr_sample_count == 4800 - 16'd1) ? 2'd3 : 2'd2;
			next_sample_count = (curr_sample_count == 4800- 16'd1) ? 16'd0 : curr_sample_count + 16'd1;
			end
		2'd3: begin
			next_state = (curr_sample_count == 4800 - 16'd1) ? 2'd0 : 2'd3;
			next_sample_count = (curr_sample_count == 4800- 16'd1) ? 16'd0 : curr_sample_count + 16'd1;
			end
		default: begin
			next_state = 2'd0; 
			next_sample_count = 16'd0;
		end
	endcase
	casex ({curr_state, step})
		{2'd0, 4'd0}:begin
			out_reg = (shift_4) + (shift_5);
		end
		{2'd0, 4'd1}: begin
			out_reg = (shift_3) + (shift_4) + (shift_6);
		end
		{2'd0, 4'd2}: begin
			out_reg = (shift_2) + (shift_5) +(shift_6) ;
		end
		{2'd0, 4'd3}: begin
			out_reg = (shift_2) + (shift_3) + (shift_5);
		end
		{2'd0, 4'd4}: begin
			out_reg = shift_1;
		end
		{2'd0, 4'd5}: begin
			out_reg = (shift_1) + (shift_4) + (shift_5);
		end
		{2'd0, 4'd6}: begin
			out_reg = (shift_1) + (shift_3) + (shift_4) + (shift_6);
		end
		{2'd0, 4'd7}: begin
			out_reg = (shift_1) + (shift_2) + (shift_5) + (shift_6);
		end
		{2'd0, 4'd8}: begin
			out_reg = (shift_1) + (shift_2) + (shift_3) + (shift_5);
		end
		{2'd0, 4'd9}: begin
			out_reg = sample_in;
		end
		{2'd1, 4'd0}: begin
			out_reg = (shift_1) + (shift_2) + (shift_3) + (shift_4);
		end
		{2'd1, 4'd1}: begin
			out_reg = (shift_1) + (shift_2) + (shift_3);
		end
		{2'd1, 4'd2}: begin
			out_reg = (shift_1) + (shift_2) + (shift_4);
		end
		{2'd1, 4'd3}: begin
			out_reg = (shift_1) + (shift_2); 
		end
		{2'd1, 4'd4}: begin
			out_reg = (shift_1) + (shift_3) + (shift_4) + (shift_6);
		end
		{2'd1, 4'd5}: begin
			out_reg = (shift_1) + (shift_3) + (shift_5);
		end
		{2'd1, 4'd6}: begin
			out_reg = (shift_1) + (shift_3); 
		end
		{2'd1, 4'd7}: begin
			out_reg = (shift_1) + (shift_4) + (shift_6);
		end
		{2'd1, 4'd8}: begin
			out_reg = (shift_1) + (shift_5);
		end
		{2'd1, 4'd9}: begin
			out_reg = (shift_1);
		end
		6'b10xxxx: begin  
			out_reg = (shift_1);
		end
		{2'd3, 4'd0}: begin
			out_reg = (shift_1);
		end
		{2'd3, 4'd1}: begin
			out_reg = (shift_2) + (shift_3) + (shift_4);
		end
		{2'd3, 4'd2}: begin
			out_reg = (shift_2) + (shift_3) + (shift_5);
		end
		{2'd3, 4'd3}: begin
			out_reg = (shift_2) + (shift_4) + (shift_5);
		end
		{2'd3, 4'd4}: begin
			out_reg = (shift_2) + (shift_4);
		end
		{2'd3, 4'd5}: begin
			out_reg = (shift_2);
		end
		{2'd3, 4'd6}: begin
			out_reg = (shift_3) + (shift_4) + (shift_6);
		end
		{2'd3, 4'd7}: begin
			out_reg = (shift_3) + (shift_5);
		end
		{2'd3, 4'd8}: begin
			out_reg = (shift_4) + (shift_5);
		end
		{2'd3, 4'd9}: begin
			out_reg = (shift_4);
		end
		default: begin
			out_reg = 16'b0;
		end
	endcase
end
wire signed [15:0] delay_sample_out;
assign sample_out = out_reg;
endmodule
`timescale 1ns / 1ps
module beat_n #(parameter SIGNAL_WIDTH = 16, parameter COUNT_TO = 4800)(
	input clk,
	input reset,
	input count_en,
	output out
);
wire [SIGNAL_WIDTH-1:0] next_count, curr_count;
wire curr_toggle, next_toggle;
wire has_switched, next_has_switched, delayed_has_switched;
dffr #(.WIDTH(1)) has_switched_ff(
	.clk(clk),
	.r(reset),
	.d(next_has_switched),
	.q(has_switched)
);
dffr #(.WIDTH(1)) has_switched_ff_2(
	.clk(clk),
	.r(reset),
	.d(has_switched),
	.q(delayed_has_switched)
);
assign next_has_switched = (curr_count == 16'd0);
dffre #(.WIDTH(SIGNAL_WIDTH)) counts_ff(
		.clk(clk),
		.r(reset),
		.en(count_en),
		.d (next_count),
		.q (curr_count)
);
dffr #(.WIDTH(1)) toggle_ff(
	.clk(clk),
	.r(reset),
	.d(next_toggle),
	.q(curr_toggle)
);
wire flopped_count_en;
dffr #(.WIDTH(1)) count_en_ff(
	.clk(clk),
	.r(reset),
	.d(count_en),
	.q(flopped_count_en)
);
assign next_toggle = ((curr_count == 16'd0) & (curr_toggle == 1'b0)) ? flopped_count_en : 1'b0;
assign next_count = (curr_count == COUNT_TO - 16'd1) ? {SIGNAL_WIDTH{1'b0}} : curr_count + 16'd1;
assign out = reset ? 1'b0 : next_toggle;
endmodule
module dff #(parameter WIDTH = 1) (
    input clk,
    input [WIDTH-1:0] d,
    output reg [WIDTH-1:0] q
);
    always @(posedge clk) 
        q <= d;
endmodule
module dffr #(parameter WIDTH = 1) (
    input clk,
    input r,
    input [WIDTH-1:0] d,
    output reg [WIDTH-1:0] q
);
    always @ (posedge clk) 
        if (r) 
            q <= {WIDTH{1'b0}};
        else
            q <= d;
endmodule
module dffre #(parameter WIDTH = 1) (
    input clk,
    input r,
    input en,
    input [WIDTH-1:0] d,
    output reg [WIDTH-1:0] q
);
    always @(posedge clk)
        if (r)
            q <= {WIDTH{1'b0}};
        else if (en)
            q <= d;
        else
            q <= q;
endmodule
File: ./run.sh
#!/bin/bash
# OpenROAD 26Q1-2900-gdf79404cd8, Yosys 0.63+post, stock flow scripts
make -C /OpenROAD-flow-scripts/flow DESIGN_CONFIG=/design/flow/config.mk WORK_HOME=/design/flow/orfs finish
File: ./config.mk
export PLATFORM = sky130hd
export DESIGN_NAME = adsr
export DESIGN_NICKNAME = adsr
export VERILOG_FILES = /design/flow/design.v
export SDC_FILE = /design/flow/constraint.sdc
export NUM_CORES = 4
export LEC_CHECK = 1
export CORE_UTILIZATION = 40
File: ./constraint.sdc
current_design adsr

set clk_period 13.8
set clk_io_pct 0.2

create_clock -name clk0 -period $clk_period [get_ports {clk}]

set non_clock_inputs [all_inputs -no_clocks]
set_input_delay [expr $clk_period * $clk_io_pct] -clock clk0 $non_clock_inputs
set_output_delay [expr $clk_period * $clk_io_pct] -clock clk0 [all_outputs]
==> results.cfg <==
; implementation run metrics
[outcome]
status = finished clean

[setup_path]
reg2reg_from = sample_count_ff.q[12]
critPathMostFrequentCell = ha_1
r2r_slack_ns = 11.86
reg2regPathDepth = 5
worstReg2RegEnd = sample_count_ff.q[13]
critPathCapture = sample_out[12]
required_ns = 11.04
max_stage_delay_ns = 0.52
worstSetupEndpointType = output pin
cp.depth = 27
crit_fanout = 20
path_buffers = 4
critPathTopFamily = AND-OR/OR-AND gates
cp-startpoint = shift_4_ff.q[1]
arrival_ns = 7.48
critical_path_class = reg -> out
slowest_stage = a211oi_1
crit_path_start_kind = flop

[logic_synthesis]
ys_cells = 1848
top_logic_kind = AND-OR/OR-AND gates
topCellsByArea = ha_1 14%, fa_1 8.3%, dfxtp_1 8.0%
seq_area_frac_synth_pct = 8.03
syn_avg_cell_area_sq_um = 7.42
xor_area_share_pct = 11.6
yosys_area_sq_mm = 0.0137
synthDistinctLibCells = 85
compound_area_share_pct = 31.4
top_cell = nor2_1
synth-edff-count = 0
syn_inst = 1848
flop_cell = dfxtp_1
largest_area_cell = ha_1
synth.cell_area_sq_mm = 0.0137
top_cell_area_share_pct = 14.1
ys_sh_simple_pct = 20.1
synth-async-reset-ratio_pct = 0
yosysWarnings = 6
mux_share_pct = 0.666
ys_seq_elements = 55
adder_share_pct = 22.5
top_cells_by_count = 157 x nor2_1, 155 x ha_1, 149 x nand2_1

[global_route]
grt_max_degree = 36
track_usage_pct = 37.6
grt_antenna_before_repair = 1
grt_pass1_vias = 14100
grt_overflow_total = 0
grt_first_pass_wirelength_mm = 94.0

[pwr]
power.leakage_nw = 6.38
cellPowerDensity_mw_per_mm2 = 75.0
ir_worst_vdd_v = 0.000200

[sta]
period_used_pct = 74.2
finalMaxSlewViolations = 0
hold_viol_final = 0
slew_headroom_pct = 34.8
grt_setup_unrepaired = false
fin_skew_ns = 0.00489
period_minus_slack_ns = 10.24
setup_tns_ns = 0
max_freq_mhz = 97.7
tightest_slew_ns = 0.953
finalSetupViolations = 0

[route]
drc_errors = 0
drt_wl_total_mm = 64.6
diodes = 0
dr.pass1.iters = 6
dr_total_vias = 15000
drtAntennaViolNets = 0
viasPerCell = 6.43
wire_per_inst_um = 27.8
drt_iter0_markers = 1358

[run]
warnings = 31
max_cap_violations = 0

[place]
place_inst = 2319
gp_congestion = 1.07
port_buffers = 35
placed_area_sq_mm = 0.0148
hpwlAfterDp_mm = 52.1

[clock_network]
cts_tree = done
htree_levels = 2
cts_buffers = 5
cts_hold_buffers = 0
clockRootBuffer = clkbuf_16
clkLatencyLatePin_ns = 0.30
cts_sinks = 55
postCtsResizedCells = 0
post_cts_buffers = 0
clockBufferDepth = 2
path_clk_slew_ns = 0.07

[cells_and_area]
postLayoutCellArea_sq_mm = 0.0150
drive_gt1_share_pct = 4.95
layoutNonFillerInstCount = 2327
area_delta_synth_final_pct = 9.03
fill_cells = 3444

[floorplan]
die_area_sq_mm = 0.0350
die_h_um = 187
io-pin-count = 36
row_count = 67
die_x_um = 187
fp_util_pct = 40.8
coreArea_sq_mm = 0.0336

[worst_hold_path]
hold_path.class = reg -> reg
==> per-stage QoR <==
step                      hold WS (ns)  utilization [%]  worst slack [ns]  power, mW
after floorplan                  0.467                -              5.44      0.703
after global placement           0.483             44.0              4.08      0.954
after detailed placement         0.494             44.0              4.07      0.951
after CTS                        0.505             44.5              3.69       1.11
after global routing             0.514             44.5              3.24       1.20
final                            0.512             44.5              3.56       1.12
==> registers in the layout, summed over array words and instances, names as in the netlist <==
| name | count |
|---|---|
| beat_STEP.counts_ff.q | 16 |
| sample_count_ff.q | 16 |
| shift_6_ff.q | 10 |
| step_ff.q | 4 |
| shift_1_ff.q | 2 |
| shift_4_ff.q | 2 |
| state_ff.q | 2 |
| beat_STEP.toggle_ff.q | 1 |
| ready_ff.q | 1 |
| shift_3_ff.q | 1 |
==> per-layer routing <==
layer | GRT usage, % | up-vias | part of all wire, %
li1 | - | 6939 | -
met2 | 54.5 | 772 | 42
met5 | 1.51 | - | 0.13
met3 | 11.4 | 97 | 12
met4 | 8.80 | 4 | 2.7
met1 | 55.2 | 7141 | 44
==> cell usage in the layout, fill, tap and decap left out, drive strengths merged, types with 39 or more instances in the layout <==
cell type / instances
a21oi: 140
inv: 120
dfxtp: 55
nor3: 39
o21ai: 95
nand2: 149
xor2: 79
nor2b: 39
fa: 57
ha: 155
nor2: 157
nand3: 44
xnor2: 103
buf: 62
a21o: 53
==> where the power goes <==
part	internal, mW	switching, mW	total, mW	leakage [nW]
sequential	0.162	0.00398	0.166	0.448
clock	0.0865	0.0594	0.146	0.0815
combinational	0.299	0.510	0.809	5.85
==> final cells by class <==
type / count / area, sq um / share of cell area [%]
clock inverter: 2 / 38.8 / 0.259
sequential: 55 / 1100 / 7.37
tap: 448 / 561 / 3.75
multi-input combinational: 1597 / 11800 / 79.2
clock buffer: 6 / 129 / 0.862
inverter: 122 / 458 / 3.06
timing repair buffer: 97 / 816 / 5.46
==> worst min-delay path by stage <==
stage	startpoint	end	slack, ns	cells after the start
CTS	sample_count_ff.q[1]	sample_count_ff.q[1]	0.51	2
global route	sample_count_ff.q[1]	sample_count_ff.q[1]	0.51	2
finish	sample_count_ff.q[1]	sample_count_ff.q[1]	0.51	2
==> cells by family after synthesis <==
family          after synthesis
compound gates              622
simple gates                572
fa+ha+maj                   212
buf+inv                     196
xor+xnor                    182
flops                        55
mux                           9
==> worst reg2reg max path: cells and delay by family (launching register included) <==
family,cells,cell delay [ns]
DFF,1,0.35
and+or+nand+nor,5,1.47
No activity file was given, so power comes from the tool's default toggle rates.
